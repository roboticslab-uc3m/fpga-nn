===== /design/flow/design.v =====
module uart (
    input wire rst_n,
    input wire clk,
    input wire rx,
	output wire tx,
    input wire clear,
	input wire start_transmit,
    output wire tx_busy,
	output wire rx_busy,
    output wire error,
    output wire new_value,
	input wire [7:0] data_to_send,
    output wire [7:0] recvd_data
);
parameter  clock_frequency        = 12000000;
parameter  baud_rate              = 9600;
localparam clock_cycles_per_pulse = clock_frequency / baud_rate;
uart_rx #(
	.clock_frequency(clock_frequency),
	.baud_rate(baud_rate) 
) uart_rx(
	.rst_n(rst_n),
	.clk(clk),
	.rx(rx),
	.clear(clear),
	.data(recvd_data),
	.busy(rx_busy),
    .error(error),
    .new_value(new_value)
);
uart_tx #(
	.clock_frequency(clock_frequency),
	.baud_rate(baud_rate) 
) uart_tx(
	.rst_n(rst_n),
	.clk(clk),
	.start(start_transmit),
	.data(data_to_send),
	.tx(tx),
	.busy(tx_busy)
);
endmodule
module uart_rx (
    input wire rst_n,
    input wire clk,
    input wire rx,
    input wire clear,
    output reg [7:0] data,   
    output reg busy,
    output reg error,
    output reg new_value
);
parameter  clock_frequency        = 12000000;
parameter  baud_rate              = 9600;
localparam clock_cycles_per_pulse = clock_frequency / baud_rate;
localparam integer 
    WAIT_START_st   = 3'd0,
    INIT_SYNC_START_st  = 3'd1,
    WAIT_SYNC_START_st  = 3'd2,
    INIT_SYNC_st      = 3'd3,
    WAIT_SYNC_st    = 3'd4,
    FETCH_BIT_st    = 3'd5,
    ERROR_st        = 3'd6,
    SUCCESS_st      = 3'd7;
reg [3:0] state, next_state;
reg data_ld;
reg rx_1, rx_synced;
reg [7:0] data_int, data_int_val;
reg data_int_ld;
reg error_set;
reg new_value_set;
reg [3:0] bit_cnt;
reg bit_cnt_ld, bit_cnt_en;
reg [15:0] sync_cnt, sync_cnt_val;
reg sync_cnt_ld, sync_cnt_en;
always @(posedge clk, negedge rst_n) begin
    if (!rst_n) begin
        state <= WAIT_START_st;
    end else begin
        state <= next_state;
    end
end
always @(posedge clk, negedge rst_n) begin
    if (!rst_n) begin
        rx_1 <= 1;
        rx_synced <= 1;
    end else begin
        rx_1 <= rx;
        rx_synced <= rx_1;
    end
end
always @(posedge clk, negedge rst_n) begin
    if (!rst_n) begin
        data <= 0;
        data_int <= 0;
    end else begin
        if (data_ld) begin
            data <= data_int;
        end
        if (data_int_ld) begin
            data_int[bit_cnt] <= rx_synced;
        end
    end
end
always @(posedge clk, negedge rst_n) begin
    if (!rst_n) begin
        error <= 0;
        new_value <= 0;
    end else begin
        if (clear) begin
            error <= 0;
            new_value <= 0;
        end
        if (new_value_set) begin 
            new_value <= 1;
        end
        if (error_set) begin 
            error <= 1;
        end
    end
end
always @(posedge clk, negedge rst_n) begin
    if (!rst_n) begin
        sync_cnt <= 0;
    end else if (sync_cnt_ld) begin
        sync_cnt <= sync_cnt_val;
    end else if (sync_cnt_en) begin
        sync_cnt <= sync_cnt - 1;
    end
end
always @(posedge clk, negedge rst_n) begin
    if (!rst_n) begin
        bit_cnt <= 0;
    end else if (bit_cnt_ld) begin
        bit_cnt <= 0;
    end else if (bit_cnt_en) begin
        bit_cnt <= bit_cnt + 1;
    end
end
always @(*) begin
    next_state = state;
    case (state)
        WAIT_START_st:
            if (!rx_synced) begin
                next_state = INIT_SYNC_START_st;
            end
        INIT_SYNC_START_st:
            next_state = WAIT_SYNC_START_st;
        WAIT_SYNC_START_st:
            if (sync_cnt == 0) begin
                if (rx_synced) begin
                    next_state = WAIT_START_st;
                end else begin
                    next_state = INIT_SYNC_st;
                end
            end
        INIT_SYNC_st:
            next_state = WAIT_SYNC_st;
        WAIT_SYNC_st:
            if (sync_cnt == 0) begin
                if (bit_cnt < 8) begin
                    next_state = FETCH_BIT_st;
                end else if (bit_cnt == 8 & !rx_synced) begin
                    next_state = ERROR_st;
                end else if (bit_cnt == 8 & rx_synced) begin
                    next_state = SUCCESS_st;
                end
            end
        FETCH_BIT_st:
            next_state = INIT_SYNC_st;
        ERROR_st:
            next_state = WAIT_START_st;
        SUCCESS_st:
            next_state = WAIT_START_st;
    endcase 
end
always @(*) begin
    busy = 1;
    data_ld = 0;
    data_int_ld = 0;
    error_set = 0;
    new_value_set = 0;
    bit_cnt_ld = 0;
    bit_cnt_en = 0;
    sync_cnt_val = 0;
    sync_cnt_ld = 0;
    sync_cnt_en = 0;
    case (state)
        WAIT_START_st: begin
            busy = 0;
        end
        INIT_SYNC_START_st: begin
            sync_cnt_val = clock_cycles_per_pulse/2;  
            sync_cnt_ld = 1;
            bit_cnt_ld = 1;
        end
        WAIT_SYNC_START_st: begin
            sync_cnt_en = 1;
        end
        INIT_SYNC_st: begin
            sync_cnt_val = clock_cycles_per_pulse;   
            sync_cnt_ld = 1;
        end
        WAIT_SYNC_st: begin
            sync_cnt_en = 1;
        end
        FETCH_BIT_st: begin
            bit_cnt_en = 1;
            data_int_ld = 1;
        end
        ERROR_st: begin
            error_set = 1;
        end
        SUCCESS_st: begin
            new_value_set = 1;
            data_ld = 1;
        end
    endcase 
end
endmodule
module uart_tx (
    input wire rst_n,
    input wire clk,
    input wire start,
    input wire [7:0] data,   
    output reg tx,
    output reg busy
);
parameter  clock_frequency        = 12000000;
parameter  baud_rate              = 9600;
localparam clock_cycles_per_pulse = clock_frequency / baud_rate;
localparam integer 
    IDLE_st         	= 3'd0,
	INIT_SEND_START_st 	= 3'd1,
	WAIT_SEND_START_st 	= 3'd2,
	INIT_SEND_BIT_st 	= 3'd3,
	WAIT_SEND_BIT_st 	= 3'd4,
	NEXT_BIT_st			= 3'd5,
	INIT_SEND_STOP_st	= 3'd6,
	WAIT_SEND_STOP_st	= 3'd7;
reg [2:0] state, next_state;
reg [15:0] sync_cnt;
reg sync_cnt_ld, sync_cnt_en;
reg [2:0] bit_cnt;
reg bit_cnt_ld, bit_cnt_en;
reg [7:0] input_data;
reg input_data_ld;
always @(posedge clk, negedge rst_n) begin
    if (!rst_n) begin
        state <= IDLE_st;
    end else begin
        state <= next_state;
    end
end
always @(posedge clk, negedge rst_n) begin
	if (!rst_n) begin
		input_data <= 0;
	end else if (input_data_ld) begin
		input_data <= data;
	end
end
always @(posedge clk, negedge rst_n) begin
    if (!rst_n) begin
        bit_cnt <= 0;
    end else if (bit_cnt_ld) begin
        bit_cnt <= 0;
    end else if (bit_cnt_en) begin
        bit_cnt <= bit_cnt + 1;
    end
end
always @(posedge clk, negedge rst_n) begin
    if (!rst_n) begin
        sync_cnt <= 0;
    end else if (sync_cnt_ld) begin
        sync_cnt <= clock_cycles_per_pulse;
    end else if (sync_cnt_en) begin
        sync_cnt <= sync_cnt - 1;
    end
end
always @(*) begin
    next_state = state;
    case (state)
	 	IDLE_st:
			if (start) begin
				next_state = INIT_SEND_START_st;
			end
		INIT_SEND_START_st:
			next_state = WAIT_SEND_START_st;
		WAIT_SEND_START_st:
			if (sync_cnt == 0) begin
				next_state = INIT_SEND_BIT_st;
			end
		INIT_SEND_BIT_st:
			next_state = WAIT_SEND_BIT_st;
		WAIT_SEND_BIT_st:
			if (sync_cnt == 0) begin
				if (bit_cnt < 7) begin
					next_state = NEXT_BIT_st;
				end else if (bit_cnt == 7) begin
					next_state = INIT_SEND_STOP_st;
				end
			end
		NEXT_BIT_st:
			next_state = INIT_SEND_BIT_st;
		INIT_SEND_STOP_st:
			next_state = WAIT_SEND_STOP_st;
		WAIT_SEND_STOP_st:
			if (sync_cnt == 0) begin
				next_state = IDLE_st;
			end
    endcase 
end
always @(*) begin
	tx = 1;
	busy = 1;
	sync_cnt_ld = 0;
	sync_cnt_en = 0;
	bit_cnt_ld = 0; 
	bit_cnt_en = 0;
	input_data_ld = 0;
    case (state)
	 	IDLE_st: begin
			busy = 0;
		end
		INIT_SEND_START_st: begin
			tx = 0;
			input_data_ld = 1;
			bit_cnt_ld = 1;
			sync_cnt_ld = 1;
		end
		WAIT_SEND_START_st: begin
			tx = 0;
			sync_cnt_en = 1;
		end
		INIT_SEND_BIT_st: begin
			tx = input_data[bit_cnt];
			sync_cnt_ld = 1;
		end
		WAIT_SEND_BIT_st: begin
			tx = input_data[bit_cnt];
			sync_cnt_en = 1;
		end
		INIT_SEND_STOP_st: begin
			tx = 1;
			sync_cnt_ld = 1;
		end
		WAIT_SEND_STOP_st: begin
			tx = 1;
			sync_cnt_en = 1;
		end
		NEXT_BIT_st: begin
			bit_cnt_en = 1;
		end
    endcase 
end
endmodule
module uart_echo (
    input wire rst_n,
    input wire clk,
    output reg [7:0] byte_cnt,
    output wire error,
    input wire rx,
	output wire tx
);
parameter  clock_frequency        = 12000000;
parameter  baud_rate              = 9600;
wire rx_busy, tx_busy, new_value;
wire [7:0] received_data;
uart #(
	.clock_frequency(clock_frequency),
	.baud_rate(baud_rate)
) uart(
    .rst_n(rst_n),
    .clk(clk),
    .rx(rx),
	.tx(tx),
    .clear(new_value),
	.start_transmit(new_value),
    .rx_busy(rx_busy),
	.tx_busy(tx_busy),
    .error(error),
    .new_value(new_value),
	.data_to_send(received_data),
    .recvd_data(received_data)
);
always @(posedge clk, negedge rst_n) begin
    if (!rst_n) begin
        byte_cnt <= 0;
    end else if (new_value) begin
        byte_cnt <= byte_cnt + 1;
    end
end
endmodule
module uart_echo_iceZUM_alhambra (
    input wire SW1,
    input wire CLK12MHZ,
    output wire LED0,
    output wire LED1,
    output wire LED2,
    output wire LED3,
    output wire LED4,
    output wire LED5,
    output wire LED6,
    output wire LED7,
    input wire FTDI_RX,
	output wire FTDI_TX
);
parameter  clock_frequency        = 12000000;
parameter  baud_rate              = 9600;
wire rst_n;
wire [7:0] num_recv_bytes;
wire error;
assign rst_n = !SW1;
uart_echo #(
	.clock_frequency(clock_frequency),
	.baud_rate(baud_rate)
) uart_echo(
    .rst_n(rst_n),
    .clk(CLK12MHZ),
    .byte_cnt(num_recv_bytes),
    .error(error),
    .rx(FTDI_RX),
	.tx(FTDI_TX),
);
assign {LED6, LED5, LED4, LED3, LED2, LED1, LED0} = num_recv_bytes[6:0];
assign LED7 = error;
endmodule

===== /design/flow/run.sh =====
#!/bin/bash
# OpenROAD 26Q1-2900-gdf79404cd8, Yosys 0.63+post, stock flow scripts
make -C /OpenROAD-flow-scripts/flow DESIGN_CONFIG=/design/flow/config.mk WORK_HOME=/design/flow/orfs finish

===== /design/flow/config.mk =====
export PLATFORM = sky130hd
export DESIGN_NAME = uart_echo_iceZUM_alhambra
export DESIGN_NICKNAME = uart_echo_iceZUM_alhambra
export VERILOG_FILES = /design/flow/design.v
export SDC_FILE = /design/flow/constraint.sdc
export NUM_CORES = 4
export LEC_CHECK = 1
export CORE_UTILIZATION = 50

===== /design/flow/constraint.sdc =====
current_design uart_echo_iceZUM_alhambra

set clk_period 5.8
set clk_io_pct 0.2

create_clock -name clk0 -period $clk_period [get_ports {CLK12MHZ}]

set non_clock_inputs [all_inputs -no_clocks]
set_input_delay [expr $clk_period * $clk_io_pct] -clock clk0 $non_clock_inputs
set_output_delay [expr $clk_period * $clk_io_pct] -clock clk0 [all_outputs]

==> deck_impl_summary.md <==
Key Metrics from the Run

Clock network
  • Post-CTS setup repair buffer count: 0
  • CTS Hold Bufs: 0
  • CTS tree: yes
  • CTS resizes: 0
  • Clock transition at path regs: roughly 0.090 ns
  • Longest Clk Path Bufs: 2
  • Num CTS Buffers: 9
  • Clock sink count: roughly 85
  • H-tree depth: 3
  • Root Driver: clkbuf_8
  • Late-Pin Clk Latency: 0.34 ns

Place
  • Placed instance area: 4750 um2
  • Dpl hpwl: between 5000 and 6000 um
  • Port bufs: 11
  • Routability cong.: 0.839

Floorplanning
  • Num rows: 34
  • Core area: approximately 9000 um2
  • Die Width: 97.6 um
  • I/O pin count: 12
  • Chip area: roughly 9500 um2
  • Die H: a little under 100 um
  • Initial Utilization: 0.519

Critical path
  • Crit-path max FO: 5
  • Worst setup path class: reg -> out
  • Worst setup SP type: flip-flop
  • Crit path DRT: between 4 and 5 ns
  • Crit end category: primary output
  • CP Data Arrival Time: between 2 and 2.5 ns

STA
  • Max-slew headroom: 0.528
  • Final min period: 3.52 ns
  • Fin. Hold Viols: 0
  • Final period util: 0.607
  • Final clock skew: around 0.0096 ns
  • Slew Limit Fails: 0
  • Setup TNS: 0 ns
  • Final Setup Violations: 0
  • Max Clk Rate: around 280 MHz
  • RSZ-0062 raised after global routing: false
  • Actual slew at the worst max-slew pin: between 0.7 and 0.8 ns

Cells and area
  • Combinational gate area: between 2000 and 2500 um2
  • Layout cells sized above 1: 0.121
  • Seq. cell area: 2130 um2
  • Fill count: around 730
  • Final instance area: 4970 um2
  • Core Util, Final: 0.564
  • Synth-to-Final Area Change: 8.70%

GRT
  • Grt total ovfl: 0
  • Initial antenna violation count: 0
  • Vias in the first global route: 3164
  • Global-route wire length before repair: ~15000 um
  • Gr usage total: 0.204
  • Largest net degree at the start of global routing: between 50 and 60

Synthesis
  • Post-synth top flop: dfrtp_1
  • Number of synthesized register bits: between 80 and 90
  • Post-synth EDFFs: 0
  • Yosys top cell by area: dfrtp_1
  • Post-Syn Area per Cell: about 9.7 um2
  • Max-area cell share: 0.449
  • Post-Synthesis Cell Area: roughly 4600 um2
  • Commonest cells post-synth: dfrtp_1, nand2_1, nor2_1
  • Yosys stat area: between 4000 and 5000 um2
  • Post-synth ARST share: 1.00
  • Register share after synthesis: 0.466
  • Post-Syn Instances: approximately 470
  • Yosys cell count: about 470
  • Main area contributors after synthesis: dfrtp_1, nand2_1, nor2_1
  • Synth warn: 3
  • Count leader, synth: dfrtp_1
  • Synth cell types: around 73

Power
  • Switch Pwr: roughly 0.00022 W
  • Worst vdd ir: 0.128 mV
  • Switching Fraction: 0.210
  • Gate power share: 0.014
  • Leak: 2.13 nW
  • Clock Power Share: 0.428
  • Power Dens Cells: approximately 210 nW/um2
  • Flop pwr share: 0.559
  • Tot Pwr: ~0.0011 W
  • Cell Int Power: 0.000841 W

Hold path
  • Worst min path class: reg -> reg

Drt
  • Routed vias: 3403
  • DR DRC count: 0
  • Tally of nets with antenna violations remaining after routing: 0
  • Post-Route WL: 8720 um
  • 1st-iter DRT viols: between 100 and 150
  • Drt pass-1 iters: 20
  • Diode count: 0
  • Vias per inst: between 5 and 6
  • WL per Instance: approximately 15 um

Job
  • Tool warnings: 28
  • Max Cap Viol: 0

Run status
  • Status: completed
cells by family after synthesis:
kind of cell / Yosys count / synth area share
adders and majority gates: 11 / 0.0290
xor gates and xnor gates: 23 / 0.0441
and+or+nand+nor: 206 / 0.245
DFF: 85 / 0.466
AOI/OAI and AO/OA: 85 / 0.125
buffers and inverters: 41 / 0.0386
muxes: 20 / 0.0525
routing by layer:
layer / global-route usage / routed length [um] / vias to the layer above
met3: 0.0344 / 378 / 6
li1: - / - / 1694
met1: 0.333 / 4320 / 1644
met4: 0.0186 / 80 / 0
met5: 0 / 0 / -
met2: 0.312 / 3940 / 59
sequential cells by signal, indices dropped and copies added (netlist names):
register / cells
uart_echo.uart.uart_rx.sync_cnt: 16
uart_echo.uart.uart_tx.sync_cnt: 16
uart_echo.uart.uart_rx.data: 8
uart_echo.uart.uart_rx.data_int: 8
uart_echo.uart.uart_tx.input_data: 8
uart_echo.uart.uart_tx.state: 8
uart_echo.byte_cnt: 7
uart_echo.uart.uart_rx.bit_cnt: 4
uart_echo.uart.uart_rx.state: 3
uart_echo.uart.uart_tx.bit_cnt: 3
uart_echo.uart.uart_rx.error: 1
uart_echo.uart.uart_rx.new_value: 1
uart_echo.uart.uart_rx.rx_1: 1
uart_echo.uart.uart_rx.rx_synced: 1
worst max-delay path, stage by stage, from the launching register on:
cell,delay [ns]
dfrtp_1,0.48
mux4_2,0.53
mux2i_1,0.16
nor2_1,0.05
or3_2,0.40
clkdlybuf4s50_1,0.41
cell usage in the layout (no fill, tap or decap), types with 9 or more instances in the layout:
cell / Yosys / layout
nand3_1: 16 / 16
xor2_1: 11 / 11
clkdlybuf4s50_1: 0 / 11
xnor2_1: 12 / 12
ha_1: 9 / 9
clkbuf_8: 0 / 9
nor2_1: 44 / 44
nor3_1: 17 / 17
nand2_1: 68 / 68
o21ai_0: 26 / 26
mux2_2: 12 / 12
nand4_1: 11 / 11
inv_1: 16 / 15
dfrtp_1: 82 / 82
a21oi_1: 13 / 13
metrics by stage:
stage | setup slack, ns | std cells | hold WS [ns]
2_1_floorplan | 2.45 | 471 | 0.345
3_3_place_gp | 2.62 | 573 | 0.346
3_5_place_dp | 2.64 | 573 | 0.347
4_1_cts | 2.24 | 589 | 0.361
5_1_grt | 2.12 | 589 | 0.371
6_report | 2.28 | 589 | 0.360
layout make-up:
class / count / share of cell area
timing repair buffer: 17 / 0.0312
multi-input combinational: 345 / 0.456
clock inverter: 5 / 0.0169
sequential: 85 / 0.429
inverter: 18 / 0.0138
tap: 108 / 0.0272
clock buffer: 11 / 0.0264
power groups by stage:
| stage | logic [W] | registers [W] | clock network, W |
|---|---|---|---|
| 6_report | 0.0000146 | 0.000594 | 0.000455 |
| 5_1_grt | 0.0000179 | 0.000595 | 0.000498 |
| 4_1_cts | 0.0000159 | 0.000594 | 0.000475 |
final timing paths:
| path | startpoint | endpoint | slack (ns) | cells after the start |
|---|---|---|---|---|
| setup reg to reg | uart_echo.uart.uart_rx.state[0] | uart_echo.uart.uart_rx.sync_cnt[13] | 3.52 | 6 |
| max in group asynchronous | SW1 | uart_echo.byte_cnt[2] | 3.59 | 3 |
| hold / removal | uart_echo.uart.uart_rx.rx_1 | uart_echo.uart.uart_rx.rx_synced | 0.36 | 0 |
| hold reg to reg | uart_echo.uart.uart_rx.rx_1 | uart_echo.uart.uart_rx.rx_synced | 0.36 | 0 |
| setup / recovery | uart_echo.uart.uart_tx.bit_cnt[0] | FTDI_TX | 2.28 | 5 |
| min in group asynchronous | SW1 | uart_echo.uart.uart_tx.input_data[2] | 1.14 | 2 |
Power is estimated from default activity; no workload was simulated.
