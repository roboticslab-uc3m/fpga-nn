<file path="flow/design.v">
module perceptron (
	input wire rst_n,
	input wire clk,
	input wire signed [fp_width-1:0] IN1,
	input wire signed [fp_width-1:0] IN2,
	input wire signed [fp_width-1:0] weight1_new,
	input wire signed [fp_width-1:0] weight2_new,
	input wire weight1_ld,
	input wire weight2_ld,
	output reg signed [fp_width-1:0] weight1,
	output reg signed [fp_width-1:0] weight2,
	output wire [fp_width-1:0] result
);
    parameter fp_integer_width = 4;
    parameter fp_fract_width = 12;
    localparam fp_width = fp_integer_width + fp_fract_width;
	wire signed [fp_width*2-1:0] weighted_in1;
	wire signed [fp_width*2-1:0] weighted_in2;
	wire signed [fp_width-1:0] weighted_sum;
	always @(posedge clk, negedge rst_n) begin
		if (!rst_n) begin
			weight1 <= 0;
			weight2 <= 0;
		end else begin
			if (weight1_ld) begin
				weight1 <= weight1_new;
			end 
			if (weight2_ld) begin
				weight2 <= weight2_new;
			end
		end
	end
	assign weighted_in1 = (IN1 * weight1 ) >> fp_fract_width;
	assign weighted_in2 = (IN2 * weight2 ) >> fp_fract_width;
	assign weighted_sum = (weighted_in1[fp_width-1:0]) + (weighted_in2[fp_width-1:0]);
    assign result = weighted_sum;
endmodule
</file>
<file path="flow/config.mk">
export PLATFORM = sky130hd
export DESIGN_NAME = perceptron
export DESIGN_NICKNAME = perceptron
export VERILOG_FILES = /design/flow/design.v
export SDC_FILE = /design/flow/constraint.sdc
export NUM_CORES = 4
export LEC_CHECK = 1
export CORE_UTILIZATION = 50
</file>
<file path="flow/constraint.sdc">
current_design perceptron

set clk_period 17.4
set clk_io_pct 0.2

create_clock -name clk0 -period $clk_period [get_ports {clk}]

set non_clock_inputs [all_inputs -no_clocks]
set_input_delay [expr $clk_period * $clk_io_pct] -clock clk0 $non_clock_inputs
set_output_delay [expr $clk_period * $clk_io_pct] -clock clk0 [all_outputs]
</file>
<file path="flow/run.sh">
#!/bin/bash
# OpenROAD 26Q1-2900-gdf79404cd8, Yosys 0.63+post, stock flow scripts
make -C /OpenROAD-flow-scripts/flow DESIGN_CONFIG=/design/flow/config.mk WORK_HOME=/design/flow/orfs finish
</file>
==> results.py <==
# Metrics from the implementation run
metrics = {
    "clock_tree": {
        "cts_resized": 0,
        "cts_sinks": 32,
        "insertion_delay_ns": 0.31,
        "cts_setup_buffers": 0,
        "htreeDepth": 2,
        "cts_max_path_buffers": 2,
        "cts.hold.buffers_added": 0,
        "clockRootBuffer": "clkbuf_16",
        "cts_tree": "done",
        "cts_inserted_buffers": 5,
        "path_clk_slew_ns": 0.06,
    },
    "logic_synthesis": {
        "area_leaders": "fa_1 49%, ha_1 11%, inv_1 11%",
        "ys_seq_elements": 32,
        "ys_chip_area_um2": 18800,
        "ys_cells": 2051,
        "syn_area_per_cell_um2": 9.18,
        "async_reset_ff_share_pct": 100,
        "edf_count": 0,
        "ys_types": 48,
        "yosys.area.top_type": "fa_1",
        "post-synth-top-area-fraction_pct": 48.6,
        "synthFlopType": "dfrtp_1",
        "syn_inst": 2051,
        "yosysWarnings": 1,
        "synth_area_um2": 18800,
        "synth_seq_share_pct": 4.25,
    },
    "floorplan": {
        "die_w_um": 196,
        "chipArea_um2": 38400,
        "core_area_um2": 36900,
        "dieHeight_um": 196,
        "initCoreUtil_pct": 51.1,
        "io_pins": 116,
        "rows": 70,
    },
    "sta": {
        "tns_ns": 0,
        "setup_violations": 0,
        "fin_crit_sh_pct": 91.5,
        "whs_ns": 0.792,
        "min_period_ns": 15.92,
        "final_max_slew_viol_count": 0,
        "slew_headroom_pct": 41.9,
        "final_hold_viol_count": 0,
        "rsz0062_at_grt": "no",
        "fmax_ghz": 0.0628,
        "skew_ns": 0,
        "tightest_slew_ns": 0.871,
    },
    "route": {
        "vias_per_cell": 5.02,
        "drtPass1Iterations": 4,
        "drtAntennaViolNets": 0,
        "vias": 13200,
        "drt-wirelength-per-cell_um": 16.8,
        "drc_errors": 0,
        "drt-initial-drc-count": 449,
        "antenna_cells": 0,
        "wirelength_mm": 44.3,
    },
    "worst_setup_path": {
        "crit_slowest_cell": "clkdlybuf4s50_1",
        "slowest_delay_ns": 0.92,
        "crit_buf_inv": 5,
        "crit_family": "adder cells",
        "setup.worst_path.class": "in2out",
        "cp-start-kind": "input port",
        "setup.worst_path.end_class": "primary output",
        "cp_max_fo": 16,
        "worst_ep_required_time_ns": 13.92,
        "cp_common_cell": "fa_1",
        "critPathArrivalTime_ns": 12.44,
    },
    "final_layout": {
        "instances_no_fill": 2631,
        "final_util_pct": 56.1,
        "layout-drive-gt1-share_pct": 3.34,
        "combGateArea_um2": 15800,
        "seq_area_um2": 801,
        "fill_cells": 3258,
        "area_growth_pct": 9.79,
    },
    "global_routing": {
        "grt_pass1_wl_mm": 75.9,
        "antenna_found_initial": 0,
        "grt_pass1_vias": 14700,
        "grt_overflow": 0,
        "track_usage_pct": 27.6,
        "grt_start_max_net_pins": 33,
    },
    "job": {
        "warnings": 25,
        "maxCapViolCount": 0,
    },
    "run_status": {
        "status": "finished, final reports clean",
    },
    "place": {
        "io_buffers": 115,
        "dpl.hpwl_mm": 35.8,
        "gp_congestion": 0.904,
        "place_inst": 2623,
    },
    "min_path": {
        "min-delay-path-class": "reg2reg",
    },
}
==> layer usage <==
layer | wire length (um) | GRT usage [%] | vias to the layer above | share of wire [%]
li1 | - | - | 6079 | -
met1 | 18600 | 41.2 | 6654 | 42
met2 | 21000 | 42.3 | 397 | 47
met3 | 3580 | 9.46 | 66 | 8.1
met4 | 1080 | 5.18 | 0 | 2.4
met5 | 0 | 0 | - | 0
==> path summary, 6_finish.rpt <==
kind / from / endpoint / slack, ns / depth (start not counted)
worst min-delay path: weight1[5] / weight1[5] / 0.79 / 2
worst min register to register: weight1[5] / weight1[5] / 0.79 / 2
max in group asynchronous: rst_n / weight1[15] / 13.75 / 2
worst max-delay path: IN1[11] / result[15] / 1.48 / 30
min in group asynchronous: rst_n / weight2[7] / 3.25 / 2
worst max register to register: weight2[15] / weight2[15] / 16.00 / 2
==> cell usage after synthesis, drive strengths merged (13+ instances only) <==
master and instances:
o21ai 21, a21oi 23, fa 457, a21o 14
inv 531, xor2 15, nor3 13, nand2 263
mux2 30, xnor2 60, clkbuf 71, dfrtp 32
ha 163, nor2 48, nand2b 19, and2 228
==> layout by cell type, fill, tap and decap left out, drive strengths merged, types with 21 or more instances in the layout <==
cell type,netlist,routed
inv,531,531
fa,457,457
nand2,263,263
and2,228,228
ha,163,163
clkdlybuf4s50,0,114
xnor2,60,60
nor2,48,48
dfrtp,32,32
mux2,30,30
buf,1,26
a21oi,23,23
o21ai,21,21
==> flip-flops by register name (all words and copies together) (netlist names) <==
register and flops:
weight2 16, weight1 16
==> final cells by class <==
type	count	share of cell area, %
Tap cell	504	3.05
Timing Repair Buffer	140	6.45
Multi-Input combinational cell	1414	76.2
Clock inverter	3	0.115
Sequential cell	32	3.87
Clock buffer	5	0.605
Inverter	533	9.68
==> worst min-delay path: stages, from the launching register on <==
cell and delay [ns]:
dfrtp_1 0.32, buf_4 0.24, mux2_2 0.19
==> per-stage QoR <==
step	worst slack (ns)	area, um2
after detailed placement	1.51	20500
after floorplan	3.54	18800
after global routing	0.980	20700
after global placement	1.57	20500
after CTS	1.46	20700
final	1.48	20700
==> logic make-up (layout without fill, tap and decap cells) <==
family,Yosys count,in the layout,synth area share (%)
muxes,30,30,1.79
and+or+nand+nor,596,596,15.6
xor gates and xnor gates,76,76,3.61
buffers and inverters,605,681,12.1
DFF,32,32,4.25
AOI/OAI and AO/OA,92,92,3.29
adders and majority gates,620,620,59.4
